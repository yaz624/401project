==> design.v <==
module DataMemory(
    input clk,
    input mem_read,
    input mem_write,
    input [31:0] address,
    input [31:0] write_data,
    output [31:0] read_data
);
    reg [31:0] memory [0:255];
    always @(posedge clk) begin
        if (mem_write) begin
            memory[address >> 2] <= write_data;  
        end
    end
    assign read_data = mem_read ? memory[address >> 2] : 32'h0;  
endmodule
==> run.sh <==
#!/bin/bash
# OpenROAD 26Q1-2900-gdf79404cd8, Yosys 0.63+post, stock flow scripts
make -C /OpenROAD-flow-scripts/flow DESIGN_CONFIG=/design/flow/config.mk WORK_HOME=/design/flow/orfs finish
==> config.mk <==
export PLATFORM = sky130hd
export DESIGN_NAME = DataMemory
export DESIGN_NICKNAME = DataMemory
export VERILOG_FILES = /design/flow/design.v
export SDC_FILE = /design/flow/constraint.sdc
export NUM_CORES = 4
export LEC_CHECK = 1
export CORE_UTILIZATION = 30
export SYNTH_MEMORY_MAX_BITS = 65536
==> constraint.sdc <==
current_design DataMemory

set clk_period 42.4
set clk_io_pct 0.2

create_clock -name clk0 -period $clk_period [get_ports {clk}]

set non_clock_inputs [all_inputs -no_clocks]
set_input_delay [expr $clk_period * $clk_io_pct] -clock clk0 $non_clock_inputs
set_output_delay [expr $clk_period * $clk_io_pct] -clock clk0 [all_outputs]
==> flow.log <==
[flow] summary of implementation run
INFO  metric cap_viol_max_count = 0
INFO  metric seq_area_frac_synth = 78.3%
INFO  metric required = 33.92 ns
INFO  metric drt_drc_violations_left = 0
INFO  metric tightest_slew = 1.34 ns
INFO  metric edf_count = 8,192
INFO  metric synth-simple-area-share = 2.22%
INFO  metric grt_usage = 17.9%
INFO  metric gr-usage-met2 = 25.4%
INFO  metric dr.pass1.iters = 7
INFO  metric number_of_antenna_violations_at_the_first_check_in_global_routing = 53
INFO  metric net-switching-power = 3.59 mW
INFO  metric postSynthCellCount = 15,303
INFO  metric timing_worst_setup_path_type = input pin to output port
INFO  metric drt-total-wl = 889,000 µm
INFO  metric dr_vias = 156,355
INFO  metric post_synth_fa_ha_maj_area_fraction = 0%
INFO  metric clk_transition_reported_paths = 0.06 ns
INFO  metric achievable-frequency = 40.0 MHz
INFO  metric finalWeightedCongestion = 0.887
INFO  metric flop_cell = sky130_fd_sc_hd__edfxtp_1
INFO  metric synthesized_chip_area_reported_by_yosys = 0.314 mm²
INFO  metric synth-warning-count = 1
INFO  metric timing.final.crit_share = 58.9%
INFO  metric hold_path.class = input pin to flip-flop
INFO  metric post_synthesis_cell_area = 0.314 mm²
INFO  metric htreeDepth = 6
INFO  metric portBuffers = 74
INFO  metric placementRows = 375
INFO  metric synth_stat.cells = 15,303
INFO  metric tns = 0 ns
INFO  metric root_buffer = sky130_fd_sc_hd__clkbuf_16
INFO  metric final_layout_top_logic_cell = sky130_fd_sc_hd__edfxtp_1
INFO  metric vias_in_the_first_global_route = 169,357
INFO  metric route.detailed.wl_per_inst = 28.9 µm
INFO  metric static-leakage-power = 112 nW
INFO  metric post_drt_via_cell_ratio = 5.08
INFO  metric core_util_floorplan = 30.1%
INFO  metric most_flop_heavy_register = memory
INFO  metric power.density_cell_area = 45.6 mW/mm²
INFO  metric timing.max_slew.rel_slack = 8.34%
INFO  metric drt_iter0_markers = 10,284
INFO  metric top_cells_by_area = sky130_fd_sc_hd__edfxtp_1, sky130_fd_sc_hd__mux4_2, sky130_fd_sc_hd__mux2i_1, sky130_fd_sc_hd__mux2_2, sky130_fd_sc_hd__o22ai_1
INFO  metric clock-sinks = 8,192
INFO  metric mostFrequentLayoutCells = sky130_fd_sc_hd__edfxtp_1, sky130_fd_sc_hd__mux2i_1, sky130_fd_sc_hd__mux4_2
INFO  metric clock_power_share = 40.9%
INFO  metric worst_hold_slack = 7.67 ns
INFO  metric xor_xnor_share = 0%
INFO  metric setup-violations-final = 0
INFO  metric dp_hpwl = 511,000 µm
INFO  metric tritoncts.num_buffers = 808
INFO  metric largest_area_contributor_in_the_netlist = sky130_fd_sc_hd__edfxtp_1
INFO  metric synthMuxAreaShare = 14.0%
INFO  metric cts-resized-gates = 0
INFO  metric report.final.slew_viol_count = 0
INFO  metric antenna_violating_nets_post_route = 0
INFO  metric layout-area-overhead-vs-synth = 15.2%
INFO  metric synth_area_per_cell = 20.5 µm²
INFO  metric status = complete, no violations
INFO  metric yosys.cell_types.count = 56
INFO  metric power.sequential.fraction = 54.2%
INFO  metric tritoncts = yes
INFO  metric ys_flops = 8,192
INFO  metric hold_viol_final = 0
INFO  metric grt_use_met1 = 17.7%
INFO  metric remaining_overflow_grt = 0
INFO  metric async_reset_ff_share = 0%
INFO  metric topCombFamilyByArea = multiplexers
INFO  metric combinationalPowerShare = 4.9%
INFO  metric critical_path.max_fanout = 68
INFO  metric layout_top_registers = memory: 8192 flops
INFO  metric fin_crit = 24.97 ns
INFO  metric grt_first_pass_wirelength = 1,240,000 µm
INFO  metric vdd_drop_max = 46.8 µV
INFO  metric timing.critical_path.slowest_stage_cell = sky130_fd_sc_hd__a2111oi_0
INFO  metric largest_register_ff_count = 8,192
INFO  metric total_power = 16.5 mW
INFO  metric cts_setup_buffers = 0
INFO  metric warnings = 59
INFO  metric cellInternalPower = 12.9 mW
INFO  metric critical_path.cell_chain = buf_16, buf_4, buf_4, buf_4, buf_4, buf_4, buf_4, buf_4, mux2_2, o21ai_0, a21oi_1, a2111oi_0, nand3_1, a21oi_1, a2111oi_1, buf_4, clkdlybuf4s50_1
INFO  metric worst-endpoint-arrival = 16.49 ns
INFO  metric synth_compound_gate_area_share = 3.93%
INFO  metric fp.dieArea = 1.05 mm²
INFO  metric die_w = 1030 µm
INFO  metric grt_most_used_layer = met2
INFO  metric final_core_util = 34.7%
INFO  metric design.portCount = 99
INFO  metric coreArea = 1.04 mm²
INFO  metric met3_usage = 17.8%
INFO  metric grt_max_degree = 132
INFO  metric drive_gt1_share = 22.6%
INFO  metric slowest_cell_delay_on_critical_path = 0.91 ns
INFO  metric worstSetupEndpointType = output port
INFO  metric most_prevalent_standard_cell_on_the_critical_path = sky130_fd_sc_hd__buf_4
INFO  metric startpoint_type = input pin
INFO  metric cts.hold.buffers_added = 0
INFO  metric power.switching_fraction = 21.8%
INFO  metric top_area_share = 78.3%
INFO  metric rsz0062_at_grt = false
INFO  metric clockBufferDepth = 4
INFO  metric height_of_the_chip = 1030 µm
metal layers:
metal  share of wire (%)  vias up
li1                    -    65673
met1                  30    77962
met2                  44    10963
met3                  22     1662
met4                 4.0       95
met5                0.50        -
critical path, delay by kind of cell:
kind | cells | cell delay (ns)
simple gates | 1 | 0.38
buf+inv | 10 | 5.21
mux | 1 | 0.39
compound gates | 5 | 1.71
cell families (layout without fill, tap and decap cells):
logic type | Yosys count | in the layout
multiplexers | 2920 | 2920
buffers and inverters | 927 | 2407
other | 0 | 50
flip-flops | 8192 | 8192
AND-OR/OR-AND | 1877 | 1877
AND/OR/NAND/NOR | 1387 | 1387
synthesized netlist by cell type (13+ instances only):
cell,instances
sky130_fd_sc_hd__edfxtp_1,8192
sky130_fd_sc_hd__mux2i_1,1418
sky130_fd_sc_hd__mux4_2,1154
sky130_fd_sc_hd__nor2_1,480
sky130_fd_sc_hd__o22ai_1,416
sky130_fd_sc_hd__a21oi_1,383
sky130_fd_sc_hd__clkbuf_1,378
sky130_fd_sc_hd__o21ai_0,349
sky130_fd_sc_hd__mux2_2,348
sky130_fd_sc_hd__buf_2,325
sky130_fd_sc_hd__nor2b_1,192
sky130_fd_sc_hd__a211oi_1,181
sky130_fd_sc_hd__nand3_1,181
sky130_fd_sc_hd__nand2_1,167
sky130_fd_sc_hd__a2111oi_0,155
sky130_fd_sc_hd__nand4_1,135
sky130_fd_sc_hd__a221oi_1,126
sky130_fd_sc_hd__buf_4,98
sky130_fd_sc_hd__nor4_1,82
sky130_fd_sc_hd__a22oi_1,70
sky130_fd_sc_hd__o221ai_1,62
sky130_fd_sc_hd__buf_1,60
sky130_fd_sc_hd__buf_6,54
sky130_fd_sc_hd__nor3_1,37
sky130_fd_sc_hd__and3_1,34
sky130_fd_sc_hd__a22o_1,32
sky130_fd_sc_hd__o211ai_1,31
sky130_fd_sc_hd__or4_1,31
sky130_fd_sc_hd__o32ai_1,30
sky130_fd_sc_hd__a2111oi_1,27
sky130_fd_sc_hd__nor4_2,13
per-stage QoR:
step	instance area [µm²]	worst slack (ns)	std cells
after detailed placement	337000	17.38	29253
after CTS	362000	17.38	30732
after global placement	337000	17.54	29253
final	362000	17.43	30782
after global routing	362000	16.84	30763
after floorplan	314000	23.32	15303
area by class of cell:
| class | count | area, µm² |
|---|---|---|
| Sequential cell | 8192 | 246000 |
| Clock buffer | 1034 | 21200 |
| Clock inverter | 445 | 3640 |
| Fill cell | 94731 | 681000 |
| Multi-Input combinational cell | 6184 | 66000 |
| Antenna cell | 50 | 125 |
| Inverter | 3 | 18.8 |
| Tap cell | 13949 | 17500 |
| Timing Repair Buffer | 925 | 7570 |
power by group through the flow:
| stage | logic, mW | registers [mW] | clock network [mW] |
|---|---|---|---|
| after CTS | 0.804 | 8.93 | 6.85 |
| after global routing | 0.861 | 8.93 | 7.15 |
| final | 0.808 | 8.93 | 6.75 |
worst paths after layout:
path,to,start,slack [ns],cells past startpoint
worst max-delay path,read_data[24],address[3],17.43,17
worst min-delay path,memory[148][30],write_data[30],7.67,1
Power and IR drop assume default switching activity.
